==> flow/design.v <==
module CarController(clk, reset, difficulty, lane1, lane2, lane3, lane4, lane5, lane6, lane7, lane10, lane11, lane12, lane13, lane14, lane15);
	input  logic clk;
	input  logic reset;
	input  logic [1:0]  difficulty;
	output logic [15:0] lane1, lane2, lane3, lane4, lane5;
	output logic [15:0] lane6, lane7, lane10, lane11, lane12;
	output logic [15:0] lane13, lane14, lane15;
    logic [15:0] lane1_reg,  lane2_reg,  lane3_reg,  lane4_reg;
    logic [15:0] lane5_reg,  lane6_reg,  lane7_reg;
    logic [15:0] lane10_reg, lane11_reg, lane12_reg, lane13_reg, lane14_reg, lane15_reg;
	 logic [15:0] slowCount;
    logic [15:0] SHIFT_INTERVAL;
	 always_comb begin
         case (difficulty)
            2'b00: SHIFT_INTERVAL = 16'd1000;  
            2'b01: SHIFT_INTERVAL = 16'd500;   
            2'b10: SHIFT_INTERVAL = 16'd200;   
            2'b11: SHIFT_INTERVAL = 16'd100;
        endcase
    end
    always_ff @(posedge clk) begin
        if (reset) begin
            lane1_reg  <= 16'b0000_0000_0000_1000;
            lane2_reg  <= 16'b0000_0000_1000_0000;
            lane3_reg  <= 16'b1000_0000_0000_0000;
            lane4_reg  <= 16'b0000_0000_0000_0000;
            lane5_reg  <= 16'b0000_1000_0000_0000;
            lane6_reg  <= 16'b0001_0000_0001_0001;
            lane7_reg  <= 16'b1000_0000_0000_0001;
            lane10_reg <= 16'b0000_0000_0000_0000;
            lane11_reg <= 16'b0000_0000_0000_0001;
            lane12_reg <= 16'b1000_0000_0000_0001;
            lane13_reg <= 16'b1000_0000_0000_0001;
            lane14_reg <= 16'b1000_0000_0000_0001;
				slowCount <= 16'd0;
        end
        else begin
				slowCount <= slowCount + 1'b1;
				if (slowCount >= SHIFT_INTERVAL) begin
					slowCount <= 16'd0;
						lane1_reg  <= {lane1_reg [14:0],  lane1_reg [15]};
						lane2_reg  <= {lane2_reg [14:0],  lane2_reg [15]};
						lane3_reg  <= {lane3_reg [14:0],  lane3_reg [15]};
						lane4_reg  <= {lane4_reg [14:0],  lane4_reg [15]};
						lane5_reg  <= {lane5_reg [14:0],  lane5_reg [15]};
						lane6_reg  <= {lane6_reg [14:0],  lane6_reg [15]};
						lane7_reg  <= {lane7_reg [14:0],  lane7_reg [15]};
						lane10_reg <= {lane10_reg[14:0], lane10_reg[15]};
						lane11_reg <= {lane11_reg[14:0], lane11_reg[15]};
						lane12_reg <= {lane12_reg[14:0], lane12_reg[15]};
						lane13_reg <= {lane13_reg[14:0], lane13_reg[15]};
						lane14_reg <= {lane14_reg[14:0], lane14_reg[15]};
						lane15_reg <= {lane15_reg[14:0], lane15_reg[15]};
				end
        end
    end
    assign lane1  = lane1_reg;
    assign lane2  = lane2_reg;
    assign lane3  = lane3_reg;
    assign lane4  = lane4_reg;
    assign lane5  = lane5_reg;
    assign lane6  = lane6_reg;
    assign lane7  = lane7_reg;
    assign lane10 = lane10_reg;
    assign lane11 = lane11_reg;
    assign lane12 = lane12_reg;
    assign lane13 = lane13_reg;
    assign lane14 = lane14_reg;
endmodule
==> flow/run.sh <==
#!/bin/bash
# OpenROAD 26Q1-2900-gdf79404cd8, Yosys 0.63+post, stock flow scripts
make -C /OpenROAD-flow-scripts/flow DESIGN_CONFIG=/design/flow/config.mk WORK_HOME=/design/flow/orfs finish
==> flow/config.mk <==
export PLATFORM = sky130hd
export DESIGN_NAME = CarController
export DESIGN_NICKNAME = CarController
export VERILOG_FILES = /design/flow/design.v
export SDC_FILE = /design/flow/constraint.sdc
export NUM_CORES = 4
export LEC_CHECK = 1
export CORE_UTILIZATION = 40
==> flow/constraint.sdc <==
current_design CarController

set clk_period 20.5
set clk_io_pct 0.2

create_clock -name clk0 -period $clk_period [get_ports {clk}]

set non_clock_inputs [all_inputs -no_clocks]
set_input_delay [expr $clk_period * $clk_io_pct] -clock clk0 $non_clock_inputs
set_output_delay [expr $clk_period * $clk_io_pct] -clock clk0 [all_outputs]
==> reports/metrics.csv <==
stage,metric,value,unit
synth,ff_type,dfxtp_1,
synth,yosys.area.top_type,dfxtp_1,
worst_setup_path,cp_slowest_cell,buf_4,
status,run_status,"complete, no violations",
die,die_h,145,um
synth,synth_area,8230,um2
sta,finalMaxSlewViolations,0,
grt,gr-total-overflow,0,
worst_setup_path,r2r_end,lane10_reg[9]$_SDFFE_PP0P_,
finish,postLayoutCoreUtil,0.539,
grt,grt_use_total,0.170,
sta,setup_slack,12730,ps
detailed_routing,detail_route.iter0.violations,274,
die,die-area,21200,um2
die,dieWidth,145,um
synth,common_cells,"208 x dfxtp_1, 180 x mux2i_1, 177 x nand2b_1, 41 x nor2_1, 29 x clkbuf_1",
cts,cts_resized,0,
worst_setup_path,cp_top_family,buffers and inverters,
detailed_routing,wl_per_cell,14.3,um
power_and_ir_drop,power.leakage,4.76,nW
finish,drive_gt1_frac,0.0460,
power_and_ir_drop,peakVddDrop,0.0573,mV
synth,ys_warn_count,17,
detailed_routing,routed_wl,17600,um
finish,fin_cells,1226,
worst_setup_path,max_stage_delay,790,ps
place,gp_congestion,0.808,
sta,layout_min_cycle_time,7770,ps
cts,cts.clk_slew.worst_paths,60,ps
worst_setup_path,cp.arrival,8190,ps
grt,grt_pass1_vias,5444,
synth,top_cell_area_share,0.506,
die,io-pin-count,212,
die,fp-row-count,52,
detailed_routing,route.detailed.drc,0,
worst_hold_path,hold_path_startpoint,slowCount[0]$_SDFF_PP0_,
place,dp_hpwl,11700,um
grt,antenna_found_initial,0,
worst_setup_path,rr_startpoint,slowCount[2]$_SDFF_PP0_,
worst_setup_path,crit_type,input pin to flip-flop,
cts,holdBufCountCts,0,
sta,rsz0062_at_grt,no,
worst_setup_path,critPathMostFrequentCell,buf_4,
sta,finalSetupViolCount,0,
worst_hold_path,hold_class,flip-flop to flip-flop,
sta,max_slew_margin,0.437,
cts,htreeDepth,1,
cts,cts.path.max_buffers,3,
finish,area_growth,32.6,%
synth,ys_ff,208,
cts,insertion_delay,490,ps
grt,grt_pass1_wl,28400,um
place,dp_worst_setup_slack,12260,ps
cts,clock-root-buffer,clkbuf_16,
detailed_routing,vias,5685,
worst_hold_path,min_to,slowCount[0]$_SDFF_PP0_,
detailed_routing,antenna_cells,0,
detailed_routing,antenna_left,0,
sta,tns,0,ps
place,dp_cells,1186,
detailed_routing,vias_per_cell,4.64,
synth,ys_area,8230,um2
grt,grt_max_degree,86,
synth,syn_avg_cell_area,10.8,um2
sta,hold_viol_final,0,
synth,edf_count,0,
worst_setup_path,startpoint_type,input pin,
power_and_ir_drop,finalPower,835,uW
power_and_ir_drop,power_density,76.5,nW/um2
run,maxCapViolCount,0,
cts,numCtsBuffers,23,
worst_setup_path,critPathCaptureType,flip-flop,
synth,most_common_cell,dfxtp_1,
synth,ys_types,30,
run,warnings,26,
worst_hold_path,whs_path_depth,1,
synth,ys_seq_share,0.506,
worst_setup_path,r2r_slack,16560,ps
sta,max_freq,129,MHz
place,portBuffers,195,
cts,cts.sinks,208,
die,core,20200,um2
detailed_routing,firstDrtPassIters,4,
synth,ys_cells,760,
worst_setup_path,r2r_cells,9,
worst_setup_path,worst-path-buf-inv,3,
synth,syn_inst,760,
synth,synth.area.top_cells,"dfxtp_1 51%, mux2i_1 22%, nand2b_1 13%",
worst_setup_path,path_cells,clkdlybuf4s50_1 > nor2b_1 > ha_1 > o211ai_1 > a31o_1 > a21oi_2 > or2_4 > buf_4 > buf_4 > mux2i_1,
synth,synth-async-reset-ratio,0,
cts,cts_tree,yes,
cts,cts_setup_buffers,0,
sta,tightest_slew,844,ps
worst_setup_path,crit_required,20920,ps
sta,fin_skew,7.70,ps
sta,fin_crit_sh,0.379,
worst_setup_path,path_max_fanout,52,
die,floorplan.core_util,0.407,
metal layers:
layer	GRT usage	up-vias	share of wire
met1	0.252	2641	0.47
met3	0.0566	26	0.083
met2	0.250	152	0.43
li1	-	2866	-
met5	0	-	0
met4	0.0342	0	0.017
worst register-to-register path: cells and delay by family, from the launching register on:
| kind | cells | cell delay, ps |
|---|---|---|
| buffers and inverters | 3 | 1570 |
| AOI/OAI and AO/OA | 2 | 840 |
| and+or+nand+nor | 2 | 470 |
| DFF | 1 | 390 |
| muxes | 1 | 310 |
| adders and majority gates | 1 | 270 |
logic make-up (layout without fill, tap and decap cells):
group,Yosys count,count (layout),share of synthesized area
simple gates,249,249,0.175
flops,208,208,0.506
mux,180,180,0.219
buf+inv,74,250,0.0565
compound gates,30,30,0.0198
fa+ha+maj,9,9,0.0137
xor+xnor,9,9,0.00958
other cells,1,21,0.000456
final cells by class:
type	count	area, um2
multi-input cells	498	3680
well taps	270	338
inverters	8	30.0
fillers	1704	9320
repair buffers	202	2000
clock buffers	36	674
flip-flops and latches	208	4160
clock inverters	4	22.5
worst max-delay path by stage:
stage | from | to | slack [ps] | cells past startpoint
after global routing | difficulty[0] | lane7_reg[4]$_SDFFE_PP0P_ | 12490 | 10
final | difficulty[0] | lane10_reg[9]$_SDFFE_PP0P_ | 12730 | 10
after CTS | difficulty[0] | lane10_reg[9]$_SDFFE_PP0P_ | 12740 | 10
through the flow:
step | hold slack (ps) | area (um2)
final | 475 | 10900
after global routing | 515 | 10900
after CTS | 480 | 10900
after detailed placement | 466 | 10200
after global placement | 445 | 10200
after floorplan | 430 | 8310
report_power, final:
part / switching (mW) / internal (mW)
Clock: 0.155 / 0.224
Sequential: 0.00400 / 0.412
Combinational: 0.0159 / 0.0234
cells in the final DEF (no fill, tap or decap), types with 8 or more instances in the layout:
master           netlist  routed
buf_4                 19       8
nor2_1                41      41
nor2b_1               13      13
dfxtp_1              208     208
ha_1                   9       9
clkbuf_1              29       8
o21ai_0               12      12
conb_1                 1      21
clkbuf_16              0      23
o21ai_1               12      12
nand2b_1             177     177
clkdlybuf4s50_1        0     194
inv_1                  8       8
mux2i_1              180     180
