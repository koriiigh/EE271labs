<file path="flow/design.v">
module clock_divider (clock, reset, divided_clocks);
	input logic reset, clock;
	output logic [31:0] divided_clocks = 0;
	always_ff @(posedge clock) begin
		divided_clocks <= divided_clocks + 1;
	end
endmodule
</file>
<file path="flow/run.sh">
#!/bin/bash
# OpenROAD 26Q1-2900-gdf79404cd8, Yosys 0.63+post, stock flow scripts
make -C /OpenROAD-flow-scripts/flow DESIGN_CONFIG=/design/flow/config.mk WORK_HOME=/design/flow/orfs finish
</file>
<file path="flow/config.mk">
export PLATFORM = sky130hd
export DESIGN_NAME = clock_divider
export DESIGN_NICKNAME = clock_divider
export VERILOG_FILES = /design/flow/design.v
export SDC_FILE = /design/flow/constraint.sdc
export NUM_CORES = 4
export LEC_CHECK = 1
export CORE_UTILIZATION = 30
</file>
<file path="flow/constraint.sdc">
current_design clock_divider

set clk_period 4.4
set clk_io_pct 0.2

create_clock -name clk0 -period $clk_period [get_ports {clock}]

set non_clock_inputs [all_inputs -no_clocks]
set_input_delay [expr $clk_period * $clk_io_pct] -clock clk0 $non_clock_inputs
set_output_delay [expr $clk_period * $clk_io_pct] -clock clk0 [all_outputs]
</file>
==> impl_metrics.tcl <==
# collected from the flow reports
set metrics [dict create \
    clock_latency_ns 0.28 \
    detail-route-antenna-nets 0 \
    top_area_frac 0.4858 \
    worstPathCellList "clkdlybuf4s50_1" \
    grt_max_degree 12 \
    grt_setup_unrepaired "false" \
    final_hold_viol_count 0 \
    via_count 972 \
    mux_share 0 \
    initialDrtViolationCount 8 \
    post-route-util 0.4299 \
    crit_buf_inv 1 \
    grt_pass1_wl_um 3843 \
    grt_overflow_total 0 \
    via_per_inst 4.563 \
    start_kind "register" \
    ys_sh_simple 0.2723 \
    hold_path_class "register to register" \
    cp_slowest_stage_delay_ns 0.50 \
    drt-total-wl_um 2414 \
    yosys-dominant-comb-family "simple AND/OR/NAND/NOR gates" \
    cts-root-buf "clkbuf_8" \
    post-cts-setup-buffer-count 0 \
    synth_cell_type_count 24 \
    async_flop_share 0 \
    clkTransAtPathRegs_ns 0.07 \
    ys_chip_area_um2 1319 \
    drive_above_1_share 0.1104 \
    htreeDepth 2 \
    synth-warning-count 1 \
    ys.flops 32 \
    drv_cap 0 \
    synth-xor-area-share 0.1992 \
    cpMaxStageDelayCell "clkdlybuf4s50_1" \
    warnings 26 \
    max_freq_ghz 0.4775 \
    top_cells_by_count "dfxtp_1, xor2_1, nand3_1, xnor2_1, nand2_1" \
    yosys.area_share.aoi 0 \
    fp-utilization 0.3205 \
    synth_area_per_cell_um2 10.38 \
    synth_top_cell_by_count "dfxtp_1" \
    ys_dominant_reg_cell "dfxtp_1" \
    min_period_ns 2.094 \
    globalplace.congestion 0.7412 \
    crit_cells 1 \
    report.final.setup_viol 0 \
    min_period_over_period 0.4759 \
    drt_pass1_iterations 3 \
    cts_buffers 5 \
    largest_reg_flops 32 \
    clock_skew_ns 0.005987 \
    crit_fanout 6 \
    dieArea_um2 4665 \
    rows 23 \
    nFillCells 374 \
    relSlewSlack 0.6187 \
    place_hpwl_um 1675 \
    ff2ff_path_depth 5 \
    core_um2 4115 \
    arrival_ns 1.21 \
    wire_per_inst_um 11.33 \
    port_buffers 32 \
    cts_buffer_depth 2 \
    io_pins 34 \
    total_power_uw 516.6 \
    crit_family "buffers and inverters" \
    enable_flop_cells 0 \
    cts-resized-gates 0 \
    yosys_cells 127 \
    placed_cell_area_um2 1677 \
    tightestPinTransition_ns 0.5704 \
    cp.required_ns 3.52 \
    die_height_um 68.30 \
    cts_tree "yes" \
    regMostFlops "divided_clocks" \
    p_per_area_nw_per_um2 292.0 \
    track_usage 0.1095 \
    dieWidth_um 68.30 \
    crit_type "register to primary output" \
    slew_viol_final 0 \
    drcViolationCount 0 \
    syn_to_final_growth_pct 34.16 \
    holdBufCountCts 0 \
    first_global_vias 865 \
    grt_antenna_before_repair 0 \
    syn-cell-area_um2 1319 \
    fin_tns_setup_ns 0 \
    yosys.stat.seqShare 0.4858 \
    largest_area_cell "dfxtp_1" \
    ir_drop_v 0.0001557 \
    status "finished clean" \
    holdPathStages 1 \
    syn_inst 127 \
    reg_top3 "divided_clocks: 32 flops" \
    crit_path_end_kind "primary output" \
    post-route-cell-area_um2 1769 \
    ys_sh_adder 0.009488 \
    p_leak_nw 0.7095 \
    clock_sinks 32 \
    synth.area.top_cells "dfxtp_1, xor2_1, xnor2_1" \
    antenna-diode-count 0 \
]
worst register-to-register path, stage by stage (launching register included):
cell	delay, ns
dfxtp_1	0.42
ha_1	0.27
nand3_1	0.11
or3_1	0.51
nor4_1	0.30
xor2_1	0.17
placed cells by master, fill, tap and decap left out:
cell type / count
dfxtp_1: 32
clkdlybuf4s50_1: 32
xor2_1: 20
nand3_1: 10
xnor2_1: 10
nand2_1: 9
nor2_1: 6
clkbuf_8: 6
nor4_2: 5
inv_1: 5
and4_1: 4
nor4_1: 4
nor3_1: 4
nand4_1: 3
nand3_2: 2
and3_1: 2
clkinv_2: 2
or3_4: 1
or3_1: 1
nor4_4: 1
nor3b_1: 1
nand2b_1: 1
or2_2: 1
ha_1: 1
layout make-up:
class                   count  area, um2  area share
repair buffers             32      320.3      0.1810
inverters                   5      18.77     0.01061
clock inverters             2      10.01    0.005658
multi-input cells          86      634.4      0.3586
flip-flops and latches     32      640.6      0.3621
clock buffers               6      82.58     0.04668
well taps                  50      62.56     0.03536
where the power goes:
| group | internal (mW) | switching (mW) |
|---|---|---|
| logic | 0 | 0 |
| registers | 0.290 | 0 |
| clock network | 0.125 | 0.102 |
per-stage QoR:
step,std cells,worst slack (ns),hold WS (ns)
finish,213,2.306,0.4483
global route,213,2.223,0.4771
CTS,213,2.288,0.4514
detailed placement,205,2.525,0.4343
global placement,205,2.570,0.4283
floorplan,127,2.825,0.3943
kinds of logic (layout without fill, tap and decap cells):
group                      Yosys count  after routing
and+or+nand+nor                     55             55
DFF                                 32             32
xor gates and xnor gates            30             30
buffers and inverters                9             45
adders and majority gates            1              1
layer usage:
layer / vias up / GRT usage / share of wire
met1: 438 / 0.1612 / 0.50
met5: - / 0 / 0
met2: 28 / 0.1642 / 0.43
met4: 0 / 0.02083 / 0.0087
li1: 502 / - / -
met3: 4 / 0.02872 / 0.059
final timing paths:
path         slack (ns)                 end         startpoint
max reg2reg        2.56  divided_clocks[24]  divided_clocks[0]
max                2.31   divided_clocks[2]  divided_clocks[2]
min reg2reg        0.45   divided_clocks[0]  divided_clocks[0]
min                0.45   divided_clocks[0]  divided_clocks[0]
Power and IR drop assume default switching activity.
