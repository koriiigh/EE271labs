$ cat /design/flow/design.v
module Nordstrom (HEX0, HEX1, HEX2, HEX3, HEX4, HEX5, KEY, LEDR, SW);
	output logic [6:0] HEX0, HEX1, HEX2, HEX3, HEX4, HEX5;
	output logic [9:0] LEDR;
	input logic [3:0] KEY;
	input logic [9:0] SW;
	assign HEX0 = 7'b1111111;
	assign HEX1 = 7'b1111111;
	assign HEX2 = 7'b1111111;
	assign HEX3 = 7'b1111111;
	assign HEX4 = 7'b1111111;
	assign HEX5 = 7'b1111111;
	logic stolen;
	assign stolen = ~(SW[8] | SW[7] | SW[0]) | (SW[9] & SW[7] & ~SW[0]);
	assign LEDR[0] = stolen;
	logic discounted;
	assign discounted = (~SW[9] & ~SW[8]) | (SW[9] & ~SW[7]);
	assign LEDR[1] = discounted;
endmodule
module Nordstrom_testbench();
logic [6:0] HEX0, HEX1, HEX2, HEX3, HEX4, HEX5;
logic [9:0] LEDR;
logic [3:0] KEY;
logic [9:0] SW;
Nordstrom dut (.HEX0, .HEX1, .HEX2, .HEX3, .HEX4, .HEX5, .KEY, .LEDR,
.SW);
integer i;
initial begin
SW[6:1] =  6'b0;
	for(i = 0; i <16; i++) begin
		SW[9:7] = i[3:1];
		SW[0]=i[0];
		#10;
	end
end
endmodule
module FredHouseMarket (HEX0, HEX1, HEX2, HEX3, HEX4, HEX5, SW, LEDR); 
	input logic [9:0] SW;
	logic stolen;
	logic discounted;
	output logic [9:0] LEDR;
	output logic [6:0] HEX0, HEX1, HEX2, HEX3, HEX4, HEX5;
	Nordstrom upc(.LEDR, .SW);
	fred_display display(.HEX0, .HEX1, .HEX2, .HEX3, .HEX4, .
	HEX5, .upc_code(SW[9:7]) 
	); 
endmodule 
module FredHouseMarket_testbench();
logic [9:0] SW; 
logic  [9:0] LEDR; 
logic  [6:0] HEX0, HEX1, HEX2, HEX3, HEX4, HEX5; 
FredHouseMarket dut(.HEX0, .HEX1, .HEX2, .HEX3, .HEX4, .HEX5, .SW, .LEDR); 
integer i; 
initial begin 
    for(i = 0; i < 16; i++) begin 
        SW[9:7] = i;
        SW[0]   = i[0];
        #10; 
    end
end 
endmodule
module fred_display (HEX0, HEX1, HEX2, HEX3, HEX4, HEX5, upc_code);
	input logic [2:0] upc_code;
	output logic [6:0] HEX0, HEX1, HEX2, HEX3, HEX4, HEX5;
always_comb begin 
    case (upc_code) 
        3'b000: begin 
            HEX5 = 7'b1000010;  
            HEX4 = 7'b1000000;  
            HEX3 = 7'b1000111;  
            HEX2 = 7'b0100001;  
            HEX1 = 7'b1111111; 
            HEX0 = 7'b1111111; 
        end 
        3'b001: begin 
            HEX5 = 7'b1000110;  
            HEX4 = 7'b1000000;  
            HEX3 = 7'b0001110;  
            HEX2 = 7'b0001110;  
            HEX1 = 7'b0000110;  
            HEX0 = 7'b0000110;  
        end 
        3'b010: begin 
            HEX5 = 7'b0001110;  
            HEX4 = 7'b1001111;  
            HEX3 = 7'b0010010;  
            HEX2 = 7'b0001001;  
            HEX1 = 7'b1111111;  
            HEX0 = 7'b1111111;  
        end
        3'b101: begin 
            HEX5 = 7'b1000111;  
            HEX4 = 7'b0010010;  
            HEX3 = 7'b0100001;  
            HEX2 = 7'b1111111; 
            HEX1 = 7'b1111111; 
            HEX0 = 7'b1111111; 
        end 
        3'b110: begin 
            HEX5 = 7'b1001000;  
            HEX4 = 7'b1000000;  
            HEX3 = 7'b1000000;  
            HEX2 = 7'b0100001;  
            HEX1 = 7'b1000111;  
            HEX0 = 7'b0000110;  
        end 
		  3'b111: begin 
            HEX5 = 7'b0100001;  
            HEX4 = 7'b0101111;  
            HEX3 = 7'b1000001;  
            HEX2 = 7'b1000010;  
            HEX1 = 7'b1111111;  
            HEX0 = 7'b1111111;  
			end
			default:  begin 
            HEX5 = 7'bx; 
            HEX4 = 7'bx; 
            HEX3 = 7'bx; 
            HEX2 = 7'bx; 
            HEX1 = 7'bx; 
            HEX0 = 7'bx;
        end 
    endcase 
end 
endmodule 
$ cat /design/flow/constraint.sdc
current_design FredHouseMarket

set clk_period 1.4
set clk_io_pct 0.2

create_clock -name clk0 -period $clk_period

set non_clock_inputs [all_inputs -no_clocks]
set_input_delay [expr $clk_period * $clk_io_pct] -clock clk0 $non_clock_inputs
set_output_delay [expr $clk_period * $clk_io_pct] -clock clk0 [all_outputs]
$ cat /design/flow/run.sh
#!/bin/bash
# OpenROAD 26Q1-2900-gdf79404cd8, Yosys 0.63+post, stock flow scripts
make -C /OpenROAD-flow-scripts/flow DESIGN_CONFIG=/design/flow/config.mk WORK_HOME=/design/flow/orfs finish
$ cat /design/flow/config.mk
export PLATFORM = sky130hd
export DESIGN_NAME = FredHouseMarket
export DESIGN_NICKNAME = FredHouseMarket
export VERILOG_FILES = /design/flow/design.v
export SDC_FILE = /design/flow/constraint.sdc
export NUM_CORES = 4
export LEC_CHECK = 1
export CORE_AREA = 10 10 70 70
export DIE_AREA = 0 0 80 80
==> impl_metrics.csv <==
group,metric,value,unit
grt,use_met2,0.08186,
floorplanning,die_w,80,µm
min_path,hold_class,"primary input to output pin",
setup_path,path_cells,"buf_12 > buf_6 > or2_4 > a21oi_2 > dlygate4sd2_1",
outcome,outcome,"complete, no violations",
timing,min_period,1.371,ns
finish,post-route-util,0.2993,
finish,ff_count,0,
pwr,p_sw,94.40,µW
pwr,clkPwrFrac,0,
floorplanning,initial_utilization,0.1256,
setup_path,cp_slowest_cell,"or2_4",
pwr,power_leakage,0.5522,nW
finish,area_delta_synth_final,138.2,%
routing,ant_nets,0,
setup_path,required,1.12,ns
placement,io_buffers,43,
routing,via_count,499,
pwr,seq_power_share,0,
synthesis,synth_warnings,9,
synthesis,synth_top_cell_by_count,"buf_4",
timing,finalSetupViolations,0,
grt,grt_pass1_wl,2.518,mm
routing,diodes,0,
grt,grt.met3_usage,0.01477,
routing,drt_pass1_iterations,3,
setup_path,max_stage_delay,0.23,ns
pwr,p_comb_frac,1.000,
synthesis,logic_family,"buffers and inverters",
synthesis,synthTopCellsByCount,"buf_4, nand2_1, nor2_1",
grt,grt_usage,0.04648,
synthesis,ys_seq_frac,0,
floorplanning,core-area,3416,µm²
finish,n_fill_cell,370,
finish,comb_area,364.1,µm²
pwr,powerDensity,286.7,nW/µm²
routing,vias_per_cell,3.261,
timing,finalSetupTns,0,ns
min_path,holdPathStages,4,
synthesis,synth.distinct_cells,19,
placement,dp_slack,-0.7730,ns
pwr,swShare,0.3221,
synthesis,synth_top_cell_by_area,"buf_4",
timing,hold_slack,0.8868,ns
synthesis,syn_avg_cell_area,6.602,µm²
timing,min_period_over_period,0.9794,
grt,grt_max_degree,8,
timing,slew_violations,0,
floorplanning,die_y,80,µm
setup_path,cp-end-kind,"output pin",
routing,wire_per_inst,11.57,µm
floorplanning,num_rows,21,
setup_path,critPathKind,"primary input to output pin",
synthesis,ys_chip_area,429.2,µm²
synthesis,ys_cells,65,
floorplanning,boundaryPins,62,
finish,flop_area,0,µm²
timing,setup_slack,0.02890,ns
grt,grt.busiest_layer,"met2",
setup_path,critPathArrivalTime,1.09,ns
synthesis,synth_area,429.2,µm²
synthesis,yosys-mux-area-fraction,0.07580,
timing,final-hold-violation-count,0,
grt,grt.overflow.total,0,
routing,initialDrtViolationCount,17,
setup_path,critPathLaunchType,"primary input",
synthesis,xor_share,0.08163,
grt,grt_pass1_vias,509,
synthesis,synthCells,65,
flow_run,max_cap_violations,0,
grt,use_met1,0.05695,
synthesis,simple_gate_area_frac,0.2303,
finish,clkbuf_count,0,
synthesis,top_area_frac,0.4898,
synthesis,synth-compound-area-share,0.06414,
routing,totalWireLength,1.770,mm
flow_run,warning_count,39,
floorplanning,chip_area,6400,µm²
pwr,ir_worst_vdd,51.14,µV
routing,drc,0,
placement,routabilityCongestion,0.7143,
synthesis,fa_ha_area_frac,0,
pwr,intPower,198.6,µW
grt,antenna_found_initial,0,
synthesis,top_cells_by_area,"buf_4, xnor2_1, mux2_2, nand2_1, nor2_1",
finish,drive_above_1_share,0.4206,
placement,detailed_place_hpwl,1.453,mm
setup_path,crit_fanout,5,
timing,fmax,729.3,MHz
[area by class of cell]
type / count / share of cell area
multi-input combinational: 44 / 0.3562
timing repair buffer: 61 / 0.5765
inverter: 2 / 0.01102
tap: 46 / 0.05630
[path summary, 6_finish.rpt]
check | start | endpoint | slack [ns]
setup / recovery | SW[7] | LEDR[0] | 0.03
hold / removal | SW[7] | HEX5[6] | 0.89
[critical path, delay by kind of cell]
family | cells | cell delay, ns
AOI/OAI and AO/OA | 1 | 0.12
buffers and inverters | 3 | 0.45
and+or+nand+nor | 1 | 0.23
[logic make-up after synthesis]
kind of cell,count (synthesis)
buf+inv,32
simple gates,19
compound gates,5
xor+xnor,4
mux,3
other cells,2
[metal layers]
layer  share of wire  up-vias
li1                -      244
met1            0.42      227
met2            0.47       28
met3            0.11        0
met4               0        0
met5               0        -
[stage by stage]
stage	power (mW)	cell area [µm²]	cells
after floorplan	0.1192	470.5	76
after global placement	0.2658	820.8	146
after detailed placement	0.2651	820.8	146
after CTS	0.2879	977.2	152
after global routing	0.3233	1022	153
final	0.2930	1022	153
[repair_timing]
item | CTS | global route
gates resized | 95 | 14
pin swaps | 7 | 1
cloned | 0 | 0
setup buffers | 6 | 2
setup endpoints to repair | 39 | 12
hold buffers | 0 | 0
[power groups by stage]
stage     logic [mW]  clock network, mW  registers [mW]
4_1_cts        0.288                  0               0
5_1_grt        0.323                  0               0
6_report       0.293                  0               0
[layout by cell type (no fill, tap or decap), types with 3 or more instances in the layout]
cell / instances
nor2_1: 4
buf_4: 10
buf_6: 8
dlymetal6s2s_1: 3
nand2_1: 3
conb_1: 13
dlygate4sd2_1: 27
clkdlybuf4s50_1: 3
clkdlybuf4s15_1: 4
No activity file was given, so power comes from the tool's default toggle rates.
